File: /design/flow/design.v
`timescale 1ns / 1ps
module Registers(
    input wire clk,
    input wire rst,
    input wire [3:0] RS1,  
    input wire [3:0] RS2,  
    input wire [3:0] RA,  
    input wire [15:0] write_data,  
    input wire reg_write,  
    input wire IType,
    output wire [15:0] SR1_OUT,  
    output wire [15:0] SR2_OUT  
);
    reg [15:0] Register [15:0];  
    reg [3:0] i;
    always @(posedge clk or posedge rst) begin
        if (rst) begin
            Register[0] <= 16'd0;
            Register[1] <= 16'd0;
            Register[2] <= 16'd0;
            Register[3] <= 16'd0;
            Register[4] <= 16'd0;
            Register[5] <= 16'd0;
            Register[6] <= 16'd0;
            Register[7] <= 16'd0;
            Register[8] <= 16'd0;
            Register[9] <= 16'd0;
            Register[10] <= 16'd0;
            Register[11] <= 16'd0;
            Register[12] <= 16'd0;
            Register[13] <= 16'd0;
            Register[14] <= 16'd0;
            Register[15] <= 16'd0;
        end else if (reg_write) begin
            if (IType) begin
                if (RS1 != 4'd0) begin
                    Register[RS1] <= write_data;
                end
            end else if (RA != 4'd0)begin
                Register[RA] <= write_data;
            end
        end
    end
    assign SR1_OUT = (RS1 == 4'd0) ? 16'd0 : Register[RS1];
    assign SR2_OUT = (RS2 == 4'd0) ? 16'd0 : Register[RS2];
endmodule
File: /design/flow/run.sh
#!/bin/bash
# OpenROAD 26Q1-2900-gdf79404cd8, Yosys 0.63+post, stock flow scripts
make -C /OpenROAD-flow-scripts/flow DESIGN_CONFIG=/design/flow/config.mk WORK_HOME=/design/flow/orfs finish
File: /design/flow/config.mk
export PLATFORM = sky130hd
export DESIGN_NAME = Registers
export DESIGN_NICKNAME = Registers
export VERILOG_FILES = /design/flow/design.v
export SDC_FILE = /design/flow/constraint.sdc
export NUM_CORES = 4
export LEC_CHECK = 1
export CORE_UTILIZATION = 40
File: /design/flow/constraint.sdc
current_design Registers

set clk_period 4.3
set clk_io_pct 0.2

create_clock -name clk0 -period $clk_period [get_ports {clk}]

set non_clock_inputs [all_inputs -no_clocks]
set_input_delay [expr $clk_period * $clk_io_pct] -clock clk0 $non_clock_inputs
set_output_delay [expr $clk_period * $clk_io_pct] -clock clk0 [all_outputs]
==> reports/metrics.cfg <==
[run_status]
status=complete, no violations

[global_route]
grt_start_max_net_pins=86
top_usage_layer=met1
grt-ovfl-total=0
grt_use_met1_pct=45.95
gr-usage-met3_pct=8.621
antenna_found_initial=2
grt.total_usage_pct=31.01
gr-usage-met2_pct=44.00
grt_pass1_vias=11440
grt_pass1_wl_um=76850

[final_timing]
hold_violations=0
hold_ws_ns=0.5098
skew_ns=0
worst_pin_slew_ns=0.8651
setup_viol=0
max_freq_mhz=237.7
slew_headroom_pct=42.12
rsz0062_at_grt=no
setup_tns_ns=0
period_minus_slack_ns=4.207
period_used_pct=97.83
finalMaxSlewViolations=0

[drt]
drt_iter0_markers=1285
via_per_inst=6.516
drcViolationCount=0
wire_per_inst_um=28.92
ant_nets=0
totalWireLength_um=51820
dr_total_vias=11680
firstDrtPassIters=6

[logic_synthesis]
ys_sh_simple_pct=8.036
synthAoiAreaFrac_pct=19.20
top_cell_area_share_pct=43.93
synthTopCellsByArea=dfrtp_1 44%, mux2_2 18%, a22oi_1 4.3%
top_logic_kind=multiplexers
postSynthCellCount=1232
ys_cells=1232
ys_sh_xor_pct=0
edf_count=0
ys.flop_type=dfrtp_1
avgSynthCellArea_um2=11.10
yosys_area_mm2=0.01367
ys.flops=240
yosys.area_share.adder_pct=0
synth-warning-count=2
syn_area_mm2=0.01367
mux_area_share_pct=24.38
synth_seq_share_pct=43.93
synth.largest_area_cell=dfrtp_1
synth_cell_types=64
async_flop_share_pct=100.0

[placed_design]
gp_congestion=1.012
placed_cell_area_mm2=0.01524
hpwl_um=35130
io_buffers=63

[layout]
syn_to_final_growth_pct=17.38
regMostFlops=Register
top_regs=Register: 240 flops
largest_register_ffs=240
finish.utilization_pct=47.74
layout-drive-gt1-share_pct=30.63
design_area_mm2=0.01605

[worst_setup_path]
worst_ep_required_time_ns=3.44
path_cells=clkdlybuf4s50_1 -> buf_12 -> nor2b_1 -> buf_4 -> a22oi_1 -> o221ai_1 -> nor3_1 -> o21ai_0 -> clkdlybuf4s50_1
crit_path_start_kind=primary input
worst_ep_arrival_time_ns=3.35
path_max_fanout=43
slowest_stage=clkdlybuf4s50_1
criticalPathCategory=in2out
worst_path_most_repeated_cell=clkdlybuf4s50_1
max_stage_delay_ns=0.54
cp-end-kind=output port
rrSetupSlack_ns=3.46

[die]
fp_util_pct=40.67
dieWidth_um=186.9
dieHeight_um=186.9
dieArea_mm2=0.03492
row_count=67
core_mm2=0.03362
io_pins=64

[hold_path]
hold_class=reg2reg

[pwr]
ir_drop_uv=317.5
p_leak_nw=6.767
design_power_total_mw=7.286
powerDensity_mw_per_mm2=454.1

[cts]
htreeDepth=1
clock_sinks=240
cts_setup_buffers=0
cts-root-buf=clkbuf_16
clock_latency_ns=0.54
cts-buffers-inserted=26
cts_resized=0
holdBufCountCts=0
cts_tree=built
cts.reportedPaths.clkPinSlew_ns=0.06
clockBufferDepth=3

[run]
openroad.warnings=25
drv_cap=0

## path summary, 6_finish.rpt
check | start | endpoint | cells after the start
setup / recovery | RS1[3] | SR1_OUT[13] | 9
hold / removal | Register[8][15]$_DFFE_PP0P_ | Register[8][15]$_DFFE_PP0P_ | 1
setup reg to reg | Register[4][4]$_DFFE_PP0P_ | Register[4][4]$_DFFE_PP0P_ | 1
hold reg to reg | Register[8][15]$_DFFE_PP0P_ | Register[8][15]$_DFFE_PP0P_ | 1
max in group asynchronous | rst | Register[13][7]$_DFFE_PP0P_ | 3
min in group asynchronous | rst | Register[8][8]$_DFFE_PP0P_ | 3
## Yosys cell counts, types with 13 or more instances
cell,n
nor2b_1,14
nor3_1,15
nand2b_1,13
mux2i_1,30
a22o_1,26
a21oi_1,69
a32o_1,14
dfrtp_1,240
a22oi_1,78
o22ai_1,21
and3_1,15
buf_2,47
nor2_1,32
mux2_2,214
nand2_1,46
a31oi_1,30
nand3_1,31
o21ai_0,38
clkbuf_1,45
mux2_1,38
## layer usage
metal | routed length [um] | part of all wire, % | up-vias
met5 | 0 | 0 | -
met4 | 2630 | 5.1 | 0
met3 | 5518 | 11 | 172
met2 | 21990 | 42 | 741
met1 | 21680 | 42 | 5823
li1 | - | - | 4941
## area by class of cell
| type | count | area (um2) |
|---|---|---|
| Clock inverter | 9 | 95.09 |
| Timing Repair Buffer | 181 | 1572 |
| Sequential cell | 240 | 6006 |
| Clock buffer | 34 | 701.9 |
| Fill cell | 3025 | 17570 |
| Multi-Input combinational cell | 870 | 7073 |
| Antenna cell | 2 | 5.005 |
| Tap cell | 448 | 560.5 |
| Inverter | 8 | 33.78 |
## stage by stage
| step | setup slack [ns] | cells |
|---|---|---|
| CTS | 0.1416 | 1790 |
| detailed placement | 0.1603 | 1747 |
| global route | 0.01005 | 1791 |
| finish | 0.09348 | 1792 |
| global placement | 0.1722 | 1747 |
| floorplan | 0.2922 | 1232 |
## cell usage in the layout, fill, tap and decap left out, types with 6 or more instances in the layout
master	netlist	layout
nor2_1	32	32
nand2b_1	13	13
clkinv_2	0	7
o22ai_1	21	21
buf_2	47	6
buf_12	1	7
inv_1	8	7
a31oi_1	30	30
dfrtp_1	240	240
a211oi_1	6	6
a221o_1	6	6
a311o_1	8	8
nand2_1	46	46
clkdlybuf4s50_1	0	56
a22o_1	26	26
nand2_2	8	8
clkbuf_16	0	27
o41ai_1	6	6
clkbuf_1	45	7
mux2_2	214	214
a32o_1	14	14
a21oi_1	69	69
and3_1	15	15
a221oi_1	9	9
buf_4	10	112
o21ai_0	38	38
nor2b_1	14	14
nand3_1	31	31
mux2_4	10	10
and2_1	7	7
mux2_1	38	38
a32oi_1	12	12
a22oi_1	78	78
nor3_1	15	15
a311oi_1	10	10
mux2i_1	30	30
## cell families after synthesis
family | after synthesis
compound gates | 369
mux | 294
buf+inv | 122
flops | 240
simple gates | 207
## worst max-delay path: cells and delay by family
kind	cells	cell delay (ns)
compound gates	3	0.65
simple gates	2	0.29
buf+inv	4	1.51
## report_power, final
part | internal, mW | switching [mW] | total [mW]
registers | 2.87 | 0.567 | 3.44
clock network | 1.26 | 0.911 | 2.17
logic | 0.953 | 0.730 | 1.68
total | 5.08 | 2.21 | 7.29
