==> flow/run.sh <==
#!/bin/bash
# OpenROAD 26Q1-2900-gdf79404cd8, Yosys 0.63+post, stock flow scripts
make -C /OpenROAD-flow-scripts/flow DESIGN_CONFIG=/design/flow/config.mk WORK_HOME=/design/flow/orfs finish
==> flow/config.mk <==
export PLATFORM = sky130hd
export DESIGN_NAME = ALU
export DESIGN_NICKNAME = ALU
export VERILOG_FILES = /design/flow/design.v
export SDC_FILE = /design/flow/constraint.sdc
export NUM_CORES = 4
export LEC_CHECK = 1
export CORE_UTILIZATION = 40
==> flow/constraint.sdc <==
current_design ALU

set clk_period 14.6
set clk_io_pct 0.2

create_clock -name clk0 -period $clk_period

set non_clock_inputs [all_inputs -no_clocks]
set_input_delay [expr $clk_period * $clk_io_pct] -clock clk0 $non_clock_inputs
set_output_delay [expr $clk_period * $clk_io_pct] -clock clk0 [all_outputs]
==> flow/design.v <==
`timescale 1ns / 1ps
module ALU(
    input wire [15:0] a,
    input wire [15:0] b,
    input wire [3:0] op_type,  
    input wire one_zero,
    output reg [15:0] alu_result,  
    output reg Zero
);
    always @(*) begin
        case (op_type)
            4'd0: begin
                alu_result = a + b;
            end
            4'd1: begin
                alu_result = a - b;
            end
            4'd2: begin
                alu_result = a | b;
            end
            4'd3: begin
                alu_result = a & b;
            end
            4'd4: begin
                alu_result = (a < b) ? 16'd1 : 16'd0;
            end
            4'd5: begin
                if (one_zero) begin
                    alu_result = a >> b[3:0];
                end else begin
                    alu_result = a << b[3:0];
                end
            end
            4'd6: begin
                alu_result = 16'd0;
            end
            4'd7: begin
                alu_result = a + b;
            end
            4'd8: begin
                alu_result = a - b;
            end
            default: begin
                alu_result = 16'd0;
            end
        endcase
        Zero = (alu_result == 0) ? 1 : 0;
    end
endmodule
==> GITHUB_STEP_SUMMARY <==
## Synthesis and layout report

| Metric | Value |
|---|---|
| Number of global-route vias before repair | `4,077` |
| I/O pin total | `54` |
| Min Tclk post-route | `10.95 ns` |
| Max stage delay cell, worst path | `o311ai_0` |
| NetSw | `93.94 µW` |
| P&R area growth vs syn | `13.85%` |
| Pwr/cell area | `36.22 mW/mm²` |
| # hold bufs at CTS | `0` |
| First-pass GRT wire length | `22,810 µm` |
| Top fanout value on the critical path | `24` |
| Required @ worst endpoint | `11.68 ns` |
| Worst-margin pin slew | `0.7525 ns` |
| Worst Hold Class | `in2out` |
| Grt total ovfl | `0` |
| Antenna-violating nets left | `0` |
| Via count | `4,589` |
| Area figure in the yosys stat output | `0.004091 mm²` |
| Worst path max stage delay | `0.61 ns` |
| Postcts setup bufs | `0` |
| Leakage | `0.001969 µW` |
| Syn_area_per_cell | `7.332 µm²` |
| Die Height | `103.1 µm` |
| Seq_cells | `0` |
| Row cnt | `36` |
| Largest net degree at the start of global routing | `49` |
| CP arrival | `8.03 ns` |
| Upper clock frequency limit | `0.09132 GHz` |
| Slew HR | `0.4915` |
| WL/cell | `20.77 µm` |
| Total of clock buffers placed in the layout | `0` |
| Vias/cell | `6.454` |
| Hold Vio Cnt, Final | `0` |
| N_diodes | `0` |
| Port Buffer Count | `54` |
| Combinational power share | `1.000` |
| Max cap viols | `0` |
| Pre-antenna DRT Iters | `5` |
| Max Slew Vio Count | `0` |
| Biggest area consumer among synthesized cells | `ha_1` |
| Synth top cells by count | `ha_1, nor2_1, inv_1, nand2_1` |
| Clock share of power | `0` |
| Core Util, Final | `0.4722` |
| Most common cell in the netlist | `ha_1` |
| Initial antenna violation count | `0` |
| DPL Wire Length | `11,320 µm` |
| Ratio of cells with drive above 1 in the final layout | `0.09170` |
| GP Congestion | `0.9704` |
| Cells in synth_stat.txt | `558` |
| RSZ-0062 raised after global routing | `false` |
| Cell area leaders | `ha_1, mux4_2, mux2i_1` |
| Post-synth seq share | `0` |
| Final cell count without fillers | `711` |
| Distinct lib cells used | `74` |
| Top-area cell share | `0.1621` |
| TNS Setup | `0 ns` |
| Core ar. | `0.009864 mm²` |
| Cell Int Power | `74.77 µW` |
| Max IR drop VDD | `0.00001324 V` |
| Yosys warnings | `1` |
| Part of the power in registers | `0` |
| Crit path capture type | `primary output` |
| Cells after Synth | `558` |
| Final Cycle Share | `0.7500` |
| Critical path cell sequence | `clkdlybuf4s50_1 > buf_4 > inv_1 > ha_1 > nor2_1 > o311ai_0 > a21boi_0 > a221o_1 > a211o_1 > or4_1 > or4_1 > or4b_1 > nor3_2 > clkdlybuf4s50_1` |
| Die span in x | `103.1 µm` |
| Status | `complete, no violations` |
| FF+latch area | `0 µm²` |
| Sw frac | `0.5568` |
| Final setup viols | `0` |
| Pre-Place Util | `0.4148` |
| Setup CP Type | `in2out` |
| Cells after DPL | `711` |
| Final wirelength | `14,770 µm` |
| # DRC | `0` |
| Mapped Area | `0.004091 mm²` |
| Resized Gates After CTS | `0` |
| DR iter-0 viols | `349` |
| Die area | `0.01064 mm²` |
| Log Warnings | `69` |
| All-layer global routing usage | `0.2898` |
| Setup crit start kind | `input port` |
## critical path, delay by kind of cell
family,cells,cell delay (ns)
buffers and inverters,4,1.50
AND-OR/OR-AND,4,1.45
adder cells (fa/ha/maj),1,0.50
AND/OR/NAND/NOR,5,1.65
## per-layer routing
metal / GRT usage / vias to the layer above / routed length (µm)
met2: 0.4374 / 259 / 6428
met5: 0 / - / 0
met4: 0.06501 / 0 / 399
met3: 0.04686 / 31 / 1547
met1: 0.4362 / 2127 / 6392
li1: - / 2172 / -
## area by class of cell
cell class / count / area [µm²]
Fill cell: 965 / 5206
Multi-Input combinational cell: 467 / 3712
Timing Repair Buffer: 62 / 595.6
Inverter: 49 / 183.9
Tap cell: 133 / 166.4
## worst paths after layout
check	startpoint	end	slack, ns	cells after the start
setup / recovery	b[2]	Zero	3.65	14
hold / removal	b[3]	alu_result[1]	7.18	5
## placed cells by master, fill, tap and decap left out, types with 4 or more instances in the layout
master           count
ha_1                53
or3_1                4
mux4_2              13
nand3b_1             5
a21oi_1             33
or2_2                6
a211o_1              6
o211ai_1             9
o221a_2              5
o31ai_1              5
a211oi_1             9
o21a_1               5
a311oi_1             5
clkdlybuf4s50_1     53
buf_4                8
a21o_1               6
and3_1               7
o221ai_1             4
nand4_1              9
nor2b_1              6
a31oi_1              7
nand2b_1             6
nor2_1              49
mux2i_1             27
mux2_2              10
a2111oi_0            5
nand2_1             38
or4_1                4
nand3_1             16
inv_1               48
o21ai_0             30
mux4_1               4
a221oi_1             7
nor3_1              12
## stage by stage
stage	cell area (µm²)	worst slack (ns)	power (µW)	hold WS, ns
CTS	4658	3.681	165.9	7.178
detailed placement	4658	3.695	164.9	7.162
floorplan	4091	4.960	105.1	6.055
global route	4658	3.284	183.5	7.223
global placement	4658	3.753	164.6	7.200
finish	4658	3.650	168.7	7.179
## power by group through the flow
stage | combinational, µW | sequential (µW) | clock [µW]
after CTS | 166 | 0 | 0
final | 169 | 0 | 0
after global routing | 184 | 0 | 0
## cells by family after synthesis
| kind of cell | count (synthesis) | share of synthesized area |
|---|---|---|
| AOI/OAI and AO/OA | 175 | 0.3086 |
| xor gates and xnor gates | 3 | 0.006423 |
| muxes | 57 | 0.2009 |
| and+or+nand+nor | 177 | 0.2184 |
| buffers and inverters | 91 | 0.09388 |
| adders and majority gates | 55 | 0.1719 |
No activity file was given, so power comes from the tool's default toggle rates.
